<file path="/design/flow/design.v">
module count4_updown(output reg[3:0] count,input choice,clk,rst);
always@(posedge clk)
begin
if(rst)
count=0;
else
begin
if(choice)
count<=count+1;
else
count<=count-1;
end
end
endmodule
</file>
<file path="/design/flow/run.sh">
#!/bin/bash
# OpenROAD 26Q1-2900-gdf79404cd8, Yosys 0.63+post, stock flow scripts
make -C /OpenROAD-flow-scripts/flow DESIGN_CONFIG=/design/flow/config.mk WORK_HOME=/design/flow/orfs finish
</file>
<file path="/design/flow/config.mk">
export PLATFORM = sky130hd
export DESIGN_NAME = count4_updown
export DESIGN_NICKNAME = count4_updown
export VERILOG_FILES = /design/flow/design.v
export SDC_FILE = /design/flow/constraint.sdc
export NUM_CORES = 4
export LEC_CHECK = 1
export CORE_AREA = 10 10 70 70
export DIE_AREA = 0 0 80 80
</file>
<file path="/design/flow/constraint.sdc">
current_design count4_updown

set clk_period 2.8
set clk_io_pct 0.2

create_clock -name clk0 -period $clk_period [get_ports {clk}]

set non_clock_inputs [all_inputs -no_clocks]
set_input_delay [expr $clk_period * $clk_io_pct] -clock clk0 $non_clock_inputs
set_output_delay [expr $clk_period * $clk_io_pct] -clock clk0 [all_outputs]
</file>
==> results.txt <==
Synth top cells by count -> dfxtp_1 (4), ha_1 (2), nand3_1 (2), nor2_1 (2), xnor2_1 (2)
placed insts -> 70
vias in the first global route -> 187
FF-to-FF path depth -> 4
P_leak -> 0.119 nW
initial DRC count -> 3
Tmin final -> 1740 ps
final worst setup slack -> 1060 ps
HP Class -> reg2reg
Worst-Margin Slew -> 181 ps
final setup TNS -> 0 ps
register area -> 80.1 µm²
synth warn -> 1
Top cells by area -> dfxtp_1 (42%), ha_1 (13%), fa_1 (10%)
post-CTS sizing -> 0
reg2reg start -> count[2]
Logic pwr share -> 0.298
Final setup viols -> 0
Layout Skew -> 1.02 ps
Tcrit/Tclk final -> 0.622
logic area -> 108 µm²
# Cells Yosys -> 18
final slew viol count -> 0
drt pass-1 iters -> 2
Post-Place Setup Slack -> 817 ps
Hold Vio Cnt, Final -> 0
Die Area -> 0.00640 mm²
max_cap viols -> 0
EDFF count, synth -> 0
slowest CP cell -> clkdlybuf4s50_1
row cnt -> 21
hold path endpoint -> count[0]
Int Pwr -> 157 µW
worst-path cell chain -> clkdlybuf4s50_1 > inv_1 > ha_1 > a21oi_1 > nand3_1 > a21oi_2
number of CTS-inserted buffers -> 3
Max FO, Critical Path -> 3
vias per inst -> 2.08
outcome -> finished, final reports clean
Synth flops -> 4
GP Congestion -> 0.648
r2r endpoint -> count[3]
Synth Area per Inst -> 10.6 µm²
I/O Pins -> 7
dpl cell area -> 309 µm²
initial antenna violation count -> 0
CTS tree -> built
Fill cells -> 399
DR DRC count -> 0
switch share -> 0.261
maximum clock rate -> 574 MHz
via count -> 152
worst path bufs/invs -> 2
cell count after synthesis -> 18
Core Util at FP -> 0.0560
crit start category -> primary input
Rel. slew slack -> 0.878
Final Non-Filler Cells -> 73
Total Power -> 212 µW
Dominant cell area share -> 0.418
min-delay src -> count[0]
slowest stage delay, CP -> 490 ps
crit path capture type -> register
H-tree depth -> 1
Die H -> 80 µm
Yosys Chip Area -> 191 µm²
share of cells above drive strength 1 -> 0.148
Async SR Flop Fraction -> 0
largest net degree at the start of global routing -> 5
top-count cell post-synth -> dfxtp_1
clk buf depth -> 2
setup repair after global routing missed its margin -> no
CTS Root Cell -> clkbuf_4
Power Density -> 641 mW/mm²
width of the chip -> 80 µm
Ant. Diodes -> 0
CTS hold repair buffers -> 0
worst vdd ir -> 0.0779 mV
Data required, critical path -> 2970 ps
total net switching power -> 55.5 µW
Reg power frac -> 0.363
Syn Std Cell Area -> 191 µm²
Seq share, synth -> 0.418
Clock Power Share -> 0.338
grt ovf -> 0
main flop type -> dfxtp_1
Log Warnings -> 25
Cells on Worst Hold Path -> 1
drt total wl -> 476 µm
synth unique cells -> 11
Synth-to-Final Area Change -> 73.2%
CTS sink cnt -> 4
core box area -> 0.00342 mm²
Top reg by flops -> count
cell family with most CP delay -> buffers and inverters
first-pass GRT wire length -> 841 µm
max reg flops -> 4
Yosys top cell by area -> dfxtp_1
total track usage -> 0.0174
CP Class -> in2reg
PortBufs -> 6
Routed wire per std cell -> 6.52 µm
Post-CTS Repair Setup Buffers -> 0
Clock Latency Late Sink -> 230 ps
Largest regs -> count (4)
r2r setup slk -> 1640 ps
Arr. time, crit path -> 1910 ps
clock slew at reported path FFs -> 40 ps
antenna-violating nets left -> 0
design area -> 332 µm²
power groups by stage:
stage	clock network, mW	logic, mW	registers [mW]
4_1_cts	0.0764	0.0646	0.0776
5_1_grt	0.0839	0.0741	0.0793
6_report	0.0719	0.0634	0.0772
cell families after synthesis:
group,Yosys count,synth area share
simple gates,5,0.124
flops,4,0.418
compound gates,3,0.111
fa+ha+maj,3,0.235
xor+xnor,2,0.0915
buf+inv,1,0.0196
worst reg2reg max path, cell delays in order (launching register included):
cell and delay [ps]:
dfxtp_1 310, ha_1 340, a21oi_1 200, nand3_1 120
a21oi_2 130
cells in the final DEF, fill, tap and decap left out, drive strengths merged, types with 2 or more instances in the layout:
cell type      instances
ha                     2
clkbuf                 3
xnor2                  2
clkdlybuf4s50          6
a21oi                  2
nor2                   2
dfxtp                  4
nand3                  2
per-layer routing:
layer / wire length, µm / global-route usage
met2: 196 / 0.0217
met1: 192 / 0.0180
met5: 0 / 0
met4: 0 / 0.00352
met3: 86 / 0.0216
how the worst max path moves through the flow:
stage	from	end	cells after the start
4_1_cts	choice	count[3]	6
5_1_grt	choice	count[3]	6
6_report	choice	count[3]	6
metrics by stage:
step	hold WS (ps)	util
2_1_floorplan	437	-
3_3_place_gp	471	0.0905
3_5_place_dp	479	0.0905
4_1_cts	491	0.0971
5_1_grt	530	0.0971
6_report	482	0.0971
layout make-up:
class	count	share of cell area
flip-flops and latches	4	0.242
inverters	1	0.0113
multi-input cells	13	0.325
repair buffers	6	0.181
clock buffers	3	0.0679
well taps	46	0.174
Power figures rest on the tool's default switching activity, not on a simulated workload.
