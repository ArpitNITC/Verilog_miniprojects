File: config.mk
export PLATFORM = sky130hd
export DESIGN_NAME = Ncounter
export DESIGN_NICKNAME = Ncounter
export VERILOG_FILES = /design/flow/design.v
export SDC_FILE = /design/flow/constraint.sdc
export NUM_CORES = 4
export LEC_CHECK = 1
export CORE_AREA = 10 10 70 70
export DIE_AREA = 0 0 80 80
File: constraint.sdc
current_design Ncounter

set clk_period 1.5
set clk_io_pct 0.2

create_clock -name clk0 -period $clk_period [get_ports {clk}]

set non_clock_inputs [all_inputs -no_clocks]
set_input_delay [expr $clk_period * $clk_io_pct] -clock clk0 $non_clock_inputs
set_output_delay [expr $clk_period * $clk_io_pct] -clock clk0 [all_outputs]
File: design.v
module Ncounter#(parameter N=4)(output reg[N-1:0] Q,input clk,rst);
always@(posedge clk)
begin
if(rst)
Q<=0;
else
Q<=Q+1;
end
endmodule
File: run.sh
#!/bin/bash
# OpenROAD 26Q1-2900-gdf79404cd8, Yosys 0.63+post, stock flow scripts
make -C /OpenROAD-flow-scripts/flow DESIGN_CONFIG=/design/flow/config.mk WORK_HOME=/design/flow/orfs finish
==> flow_summary_export.csv <==
group,metric,value,unit
run_status,status,"finished, final reports clean",
die,core,3420,µm²
sta,period_used_share,92.0,%
worst_setup_path,critPathMaxStageDelay,0.49,ns
synth,yosys-stat-area,145,µm²
clock_tree,cts.sinks,4,
route,drtAntennaViolNets,0,
die,dieArea,6400,µm²
route,dr.pass1.iters,1,
min_path,min_to,"Q[0]$_SDFF_PP0_",
cells_and_area,fillers,406,
clock_tree,cts_setup_buffers,0,
sta,min_period,1.38,ns
placed_design,place_ws,0.197,ns
synth,async_reset_ff_share,0,%
synth,top_cell_area_share,55.2,%
global_routing,overflow,0,
min_path,hp-class,"flip-flop to flip-flop",
route,wirelength,367,µm
global_routing,grtUsageTotal,1.39,%
worst_setup_path,reg2reg_to,"Q[3]$_SDFF_PP0_",
pwr,ir_worst_vdd,0.000169,V
route,routed-via-count,113,
clock_tree,clock_path_buffers,2,
pwr,p_per_area,1000,nW/µm²
clock_tree,clock_latency,0.23,ns
route,antenna_cells,0,
cells_and_area,largest_register_ffs,4,
global_routing,grt_pass1_wl,586,µm
worst_setup_path,rrSetupSlack,0.62,ns
clock_tree,cts_root_buf,"clkbuf_4",
sta,finalSetupTns,0,ns
route,first_iter_violations,0,
cells_and_area,regMostFlops,"Q",
placed_design,gp_congestion,0.689,
route,drc_errors,0,
worst_setup_path,crit_fanout,4,
synth,ys_warn_count,1,
die,ios,6,
synth,ys.flop_type,"dfxtp_1",
worst_setup_path,start_kind,"flip-flop",
sta,drv_slew,0,
job,maxCapViolations,0,
sta,fin_ws,0.120,ns
clock_tree,cts_tree,"yes",
synth,synth_cell_types,7,
synth,yosysCellCount,13,
global_routing,antenna_found_initial,0,
pwr,p_leak,0.0956,nW
cells_and_area,largestRegisters,"Q (4)",
synth,yosys.area.top_type,"dfxtp_1",
worst_setup_path,endpoint_kind,"primary output",
synth,ys_seq_share,55.2,%
sta,worst-slew-pin-transition,0.187,ns
worst_setup_path,cp_slowest_cell,"clkdlybuf4s50_1",
worst_setup_path,cp_num_buf_inv,1,
synth,syn_inst,13,
synth,top_cell,"dfxtp_1",
job,warning_count,25,
clock_tree,cts_resized,0,
global_routing,grt_pass1_vias,129,
die,die_h,80,µm
cells_and_area,layout-drive-gt1-share,19.0,%
worst_setup_path,critical_path_arrival,1.08,ns
min_path,min_path_cells,1,
sta,hold_violations,0,
worst_setup_path,crit_chain,"clkdlybuf4s50_1",
global_routing,grt_max_degree,6,
placed_design,portBuffers,5,
clock_tree,cts_max_level,1,
synth,synth_flop_count,4,
worst_setup_path,crit_family,"buffers and inverters",
sta,max_freq,725,MHz
worst_setup_path,critPathRequiredTime,1.20,ns
sta,finClkSkew,0.00571,ns
clock_tree,ctsHoldBuffers,0,
synth,area_leaders,"dfxtp_1 55%, mux2_4 10%, ha_1 8.6%",
route,viasPerCell,1.69,
clock_tree,cts_buffers,3,
die,rows,21,
sta,rsz0062_at_grt,"false",
synth,netlist_area,145,µm²
synth,synth-edff-count,0,
cells_and_area,area_delta_synth_final,89.7,%
synth,synth.avg_cell_area,11.2,µm²
clock_tree,clk_pin_slew,0.03,ns
route,post_drt_wl_per_cell,5.48,µm
die,fp-utilization,4.25,%
die,die_x,80,µm
sta,maxSlewHeadroom,87.5,%
worst_setup_path,r2r_start,"Q[2]$_SDFF_PP0_",
sta,setup_viol,0,
worst_setup_path,worstSetupPathType,"flip-flop to primary output",
min_path,hp-start,"Q[0]$_SDFF_PP0_",
worst_setup_path,r2r_cells,2,
synth,netlist_top_cells_count,"4 x dfxtp_1, 3 x nor2_1, 2 x nor2b_1",
[layer usage]
layer | track usage (%) | wire length [µm] | vias to the layer above
met2 | 1.36 | 107 | 8
met5 | 0 | 0 | -
li1 | - | - | 60
met3 | 2.61 | 111 | 0
met4 | 0.352 | 0 | 0
met1 | 1.20 | 148 | 45
[cells by family (layout without fill, tap and decap cells)]
group                      count (synthesis)  count (layout)  synth area share (%)
buffers and inverters                      0               8                     0
muxes                                      1               1                  10.3
xor gates and xnor gates                   1               1                  6.04
and+or+nand+nor                            6               6                  19.8
DFF                                        4               4                  55.2
adders and majority gates                  1               1                  8.62
[how the worst max path moves through the flow]
stage / slack (ns) / end / cells past startpoint / start
CTS: 0.1 / Q[1] / 1 / Q[1]$_SDFF_PP0_
global route: 0.06 / Q[2] / 1 / Q[2]$_SDFF_PP0_
finish: 0.12 / Q[0] / 1 / Q[0]$_SDFF_PP0_
[stage by stage]
step           power (mW)  cell area, µm²  utilization, %  hold slack (ns)  cells
2_1_floorplan       0.128             145               -            0.367     13
3_3_place_gp        0.148             253            7.40            0.448     64
3_5_place_dp        0.149             253            7.40            0.465     64
4_1_cts             0.286             275            8.06            0.473     67
5_1_grt             0.300             275            8.06            0.487     67
6_report            0.276             275            8.06            0.468     67
[cells in the final DEF (no fill, tap or decap)]
cell             instances
nand3_1                  1
mux2_4                   1
clkdlybuf4s50_1          5
nor2b_1                  2
nor2_1                   3
dfxtp_1                  4
ha_1                     1
clkbuf_4                 3
xnor2_1                  1
[where the power goes]
part           internal [mW]  switching [mW]
clock                 0.0892          0.0406
combinational         0.0192         0.00717
sequential             0.114         0.00598
total                  0.222          0.0538
[area by class of cell]
class / instances / area (µm²) / share of cell area [%]
multi-input combinational: 9 / 65.1 / 23.6
sequential: 4 / 80.1 / 29.1
timing repair buffer: 5 / 50.0 / 18.2
tap: 46 / 57.6 / 20.9
clock buffer: 3 / 22.5 / 8.18
Power is estimated from default activity; no workload was simulated.
